### flow/constraint.sdc
current_design OrionCOM_AY

set clk_period 2.8
set clk_io_pct 0.2

create_clock -name clk0 -period $clk_period [get_ports {clk}]

set non_clock_inputs [all_inputs -no_clocks]
set_input_delay [expr $clk_period * $clk_io_pct] -clock clk0 $non_clock_inputs
set_output_delay [expr $clk_period * $clk_io_pct] -clock clk0 [all_outputs]
### flow/design.v
module OrionCOM_AY (
	input wire clk,			 
	input wire reset_n,		 
	input wire iorq_n,		 
	input wire m1_n,			 
	input wire wr_n,			 
	input wire rd_n,			 
	input wire wait_n,		 
	input wire [9:0] a,		 
	input wire rdy1,			 
	input wire rdy2,			 
	output wire cs_vi_n,		 
	output wire cs_vv1_n,	 
	output wire cs_vv2_n,	 
	output wire bdir,			 
	output wire bc1,			 
	output wire w1,			 
	output wire clk1,  		 
	output wire clk2,  		 
	output wire reset,		 
	output wire irq3,			 
	output wire irq4,			 
	output wire debug
);
	wire sel3x;
	wire cs_ay_opro;
	wire cs_ay_lb;
	wire cs_ay_ff;
	wire cs_ay_bf;
	wire cs_ay_3f;
	wire cs_ay_3e;
	wire cs_ay_0;
	wire cs_ay_1;
	assign reset = !reset_n;
	assign irq3 = !rdy1;
	assign irq4 = !rdy2;
	assign w1 = wait_n | wr_n;
	assign sel3x = (a[7:4] == 4'b0011) && !iorq_n;
	assign cs_vv1_n = !(sel3x & !a[3] & !a[2]);
	assign cs_vv2_n = !(sel3x & !a[3] & a[2]);
	assign cs_vi_n  = !(sel3x & a[3] & !a[2]);
	assign cs_ay_opro  = sel3x & a[2] & a[3];
	assign cs_ay_3f = cs_ay_opro & a[0];
	assign cs_ay_3e = cs_ay_opro & !a[0];
	assign cs_ay_lb =  (a[7:0] == 8'hFD) ? (m1_n & !iorq_n) : 1'b0;
	assign cs_ay_bf = a[9] & !a[8] & cs_ay_lb;
	assign cs_ay_ff = a[9] & a[8] & cs_ay_lb;
	assign cs_ay_0 = cs_ay_bf || cs_ay_3e;
	assign cs_ay_1 = cs_ay_ff || cs_ay_3f;
	assign bc1 = cs_ay_1 & (!rd_n | !wr_n);
   assign bdir = (cs_ay_0 || cs_ay_1) & !wr_n;
	AyClkDiv ayClkDiv( .clk(clk), .reset_n(reset_n), .clk_out(clk2) );
	ViClkDiv viClkDiv( .clk(clk), .reset_n(reset_n), .clk_out(clk1) );
	assign debug = clk2;			
endmodule
module ViClkDiv(
	input clk,
	input reset_n,
	output clk_out
);
	reg [1:0] div1;
	assign clk_out = div1[1];
	always @ (posedge clk, negedge reset_n)
		if (!reset_n) div1 <= 2'b00;
		else div1 <= div1 + 1'b1;
endmodule
module AyClkDiv(
	input clk,
	input reset_n,
	output clk_out
);
	localparam N = 9;
	localparam C = 8'd179;
	reg [N:0] sum;
	assign clk_out = sum[N];
	always_ff @ (posedge clk, negedge reset_n)
		if (!reset_n) sum <= 0;		
		else sum <= sum + C;
endmodule
### flow/config.mk
export PLATFORM = sky130hd
export DESIGN_NAME = OrionCOM_AY
export DESIGN_NICKNAME = OrionCOM_AY
export VERILOG_FILES = /design/flow/design.v
export SDC_FILE = /design/flow/constraint.sdc
export NUM_CORES = 4
export LEC_CHECK = 1
export CORE_AREA = 10 10 84 84
export DIE_AREA = 0 0 94 94
### flow/run.sh
#!/bin/bash
# OpenROAD 26Q1-2900-gdf79404cd8, Yosys 0.63+post, stock flow scripts
make -C /OpenROAD-flow-scripts/flow DESIGN_CONFIG=/design/flow/config.mk WORK_HOME=/design/flow/orfs finish
==> COMMIT_EDITMSG <==
Record implementation results from latest flow run

* Floorplan Core Area: 5200 sq um
- Min-Delay Path Class: reg2reg
* Post-layout min period: 2.64 ns
- The die is 94 microns wide.
* Share of synthesized cell area in full adder, half adder and majority cells: 0.0206
- Pwr/cell area: 381 nW/um^2
- Entering global routing, the biggest net connects 13 pins.
- Number of antenna violations at the first check in global routing: 0
- Per the CTS log, the root buffer master is sky130_fd_sc_hd__clkbuf_8.
- CTS tree: done
- Per the CTS log, the buffer count on the longest clock path is 2.
- Clock input transition at the sequential cells of the worst setup and hold paths: 0.05 ns
- Proportion of power drawn by combinational gates: 0.108
* Cell class contributing the biggest share of worst-path delay: buffers and inverters
* DRT iter0 DRCs: 20
* Pins over their slew limit: 0
- The CTS report gives the tree buffer count as 3.
- The clock reaches the later pin of the worst-skew pair after 0.24 ns.
* Upper clock frequency limit: 0.379 GHz
- Basic Gates by Area: 0.181
- Setup repair after global routing left no endpoint under its margin.
- Post-route ant nets: 0
* Buf/Inv on CP: 2
- Sequential element share of the synthesized area: 0.494
- The script extracted a total leakage power of 0.438 nW.
- Top-area cell type share of the netlist area: 0.494
- The main area contributors are sky130_fd_sc_hd__dfrtp_1 49%, sky130_fd_sc_hd__xnor2_1 7.2%, sky130_fd_sc_hd__inv_1 4.3%.
- OpenROAD emitted warnings numbering 25.
* Parity-gate share of the synthesized area counting xor and xnor cells: 0.101
- Synthesized cell area: 608 sq um
- Synthesis handed over a netlist of 58 instances.
- The top cell type in the final layout, fill and taps aside, is sky130_fd_sc_hd__clkdlybuf4s50_1.
* Final tally of hold violations: 0
- Area grow syn2layout: 72.8%
* Hold Slack: 0.433 ns
- DR vias/cell: 3.12
* Top fanout value on the critical path: 5
* Most used DFF post-synth: sky130_fd_sc_hd__dfrtp_1
- Crit. End Element: output port
- STA classifies the critical path startpoint as a primary input.
* Share of total power in sequential cells: 0.434
- Row count: 26
- The placement report lists the number of port buffers as 30.
- Filler cells: 567
- Die outline area: 8840 sq um
- The worst setup path is of the in2out kind.
* CTS H-tree depth: 1
* Worst hold path depth: 1
- The OpenROAD report gives the critical path a data arrival time of 2.08 ns.
* Number of clock sinks: 12
- Run status: completed
- Count of flip-flops with a built-in enable after synthesis: 0
- STA lists the startpoint of the worst register-to-register path as ayClkDiv.sum[0]$_DFF_PN0_.
- Yosys cell types: 23
- Per the synthesis report, the AND-OR/OR-AND share of the synthesized area is 0.148.
- Highest ir drop seen on vdd: 0.320 mV
- Number of warning messages in the yosys log: 2
* Post-synthesis area per instance: 10.5 sq um
- For the worst reg-to-reg path, the endpoint reported by OpenROAD is ayClkDiv.sum[8]$_DFF_PN0_.
- Switching share of power: 0.178
- The share of total power dissipated in the clock network is 0.458.
- The slew check shows that the tightest pin keeps a relative margin of 0.803.
- Most frequent logic cells in the routed design: 30 x sky130_fd_sc_hd__clkdlybuf4s50_1, 12 x sky130_fd_sc_hd__dfrtp_1, 7 x sky130_fd_sc_hd__inv_1
- Destination of the worst hold path: viClkDiv.div1[0]$_DFF_PN0_
* PnR Total Power: 0.400 mW
- Overall via count from detail_route: 506
* Tcrit/Tclk final: 0.941
- Maximum Capacitance Violations: 0
- ANT cells: 0
* Final Util: 0.202
- The first detailed-routing pass ran for 4 iterations.
* Remaining DRCs: 0
- The number of global-route vias before repair is 505.
- Area reported by Yosys stat: 608 sq um
- Final clock skew: 0.00356 ns
- Yosys stat counts 58 cells in the synthesized netlist.
- Fp_density: 0.117
- Average wire length per cell after detail routing: 9.41 microns
- In this design, the critical path's most frequently occurring cell is sky130_fd_sc_hd__clkdlybuf4s50_1.
* Internal Power: 0.329 mW
- Of the cells placed in the final design, the portion with a size suffix greater than 1 is 0.0978.
- R2r worst-path depth: 5
- In this run, synthesis produced a sequential element count of 12.
* Die Height: 94 microns
- Pin slew with the least headroom to its limit: 0.294 ns
- Fraction of registers with async set or reset after synthesis: 1.00
* Post-CTS setup buffer count: 0
* Post-DP HPWL: 1300 microns
- The analysis attributes to net switching a power of 0.0714 mW.
- Measured against the total synthesized area, the mux share comes to 0.
- Top-Level Pins: 31
- Final total negative setup slack: 0 ns
- Overall track demand over capacity in global routing: 0.0323
- Global-route wire length before repair: 2380 microns
- Walking the worst path, the cells encountered are clkdlybuf4s50_1 -> nor2_1 -> nand2_1 -> or3_1 -> clkdlybuf4s50_1.
- The number of gates resized after CTS was 0.
- The timing report gives the worst reg2reg path a setup slack of 1.47 ns.
- Summed over all layers, the global routing overflow is 0.
* Worst endpoint required time: 2.24 ns
* Biggest area consumer among synthesized cells: sky130_fd_sc_hd__dfrtp_1
- On the worst path, the slowest cell contributes a delay of 0.42 ns.
- Routability-driven placement finished with a final weighted congestion of 0.719.
* Combinational gate area: 274 sq um
* Total detailed-routing wirelength: 1530 microns
- In this run, post-CTS hold repair placed 0 buffers.
* Flip-flop and latch area: 300 sq um
* Critical hold path startpoint: viClkDiv.div1[0]$_DFF_PN0_
- For this design, the slowest cell found on the critical path is sky130_fd_sc_hd__clkdlybuf4s50_1.
- Final setup violating endpoints: 0
* Largest family of logic cells by area: simple AND/OR/NAND/NOR gates
[power by group through the flow]
stage	Clock [mW]	Sequential (mW)	Combinational, mW
finish	0.183	0.174	0.0434
CTS	0.189	0.174	0.0441
global route	0.202	0.173	0.0474
[area by class of cell]
type / count / area share
Inverter: 7 / 0.0250
Timing Repair Buffer: 31 / 0.293
Tap cell: 70 / 0.0833
Sequential cell: 12 / 0.286
Multi-Input combinational cell: 38 / 0.261
Clock buffer: 4 / 0.0524
[synthesized netlist by cell type, drive strengths merged, types with 2 or more instances]
cell type and number:
dfrtp 12, inv 7, o21ai 5, xnor2 5, nand2 3, nor2 3
a31oi 2, and3b 2, nand4b 2, nor3 2, o211a 2, or2 2
xor2 2
[worst max path at each step]
| stage | from | end | slack [ns] | cells after the start |
|---|---|---|---|---|
| 4_1_cts | a[7] | cs_vv1_n | 0.15 | 5 |
| 5_1_grt | a[7] | cs_vv1_n | 0.08 | 5 |
| 6_report | a[7] | cs_vv1_n | 0.16 | 5 |
[flip-flops by register name (all words and copies together), names as in the netlist]
name           cells
ayClkDiv.sum      10
viClkDiv.div1      2
[stage by stage]
stage	cell area, sq um	setup slack, ns	instances
global placement	996	0.187	158
finish	1050	0.165	162
floorplan	608	1.13	58
detailed placement	996	0.156	158
CTS	1050	0.151	162
global route	1050	0.0762	162
[routing by layer]
metal,wire length (microns),share of wire,up-vias,global-route usage
li1,-,-,267,-
met1,630,0.41,227,0.0376
met2,815,0.53,10,0.0570
met3,67,0.044,2,0.0121
met4,12,0.0079,0,0.00253
met5,0,0,-,0
[cell families after synthesis]
| kind of cell | count (synthesis) |
|---|---|
| buf+inv | 8 |
| flops | 12 |
| fa+ha+maj | 1 |
| compound gates | 12 |
| xor+xnor | 7 |
| simple gates | 18 |
No activity file was given, so power comes from the tool's default toggle rates.
